--- ./run.sh ---
#!/bin/bash
# OpenROAD 26Q1-2900-gdf79404cd8, Yosys 0.63+post, stock flow scripts
make -C /OpenROAD-flow-scripts/flow DESIGN_CONFIG=/design/flow/config.mk WORK_HOME=/design/flow/orfs finish
--- ./config.mk ---
export PLATFORM = sky130hd
export DESIGN_NAME = calculator
export DESIGN_NICKNAME = calculator
export VERILOG_FILES = /design/flow/design.v
export SDC_FILE = /design/flow/constraint.sdc
export NUM_CORES = 4
export LEC_CHECK = 1
export CORE_UTILIZATION = 40
--- ./constraint.sdc ---
current_design calculator

set clk_period 133.3
set clk_io_pct 0.2

create_clock -name clk0 -period $clk_period [get_ports {clk}]

set non_clock_inputs [all_inputs -no_clocks]
set_input_delay [expr $clk_period * $clk_io_pct] -clock clk0 $non_clock_inputs
set_output_delay [expr $clk_period * $clk_io_pct] -clock clk0 [all_outputs]
--- ./design.v ---
`timescale 1ns / 1ps
module calculator
#(parameter DW = 40, AW = 16)
(
input clk,
input rst,
input [1023:0]weight,
input [255:0]data,
input [15:0]pb_addr,   
input new_tile,
input [15:0]tile_size,   
input [2:0]top_level_state,
output reg we,
output reg [15:0]wa,
output reg [159:0]wd,
output reg re,
output reg [15:0]ra,
input [159:0]rd,
output pe_finish_flg
);
reg [40-1:0]psum_0[0:15][0:3];   
reg [40-1:0]psum_1[0:7][0:3];    
reg [40-1:0]psum_2[0:3][0:3];
reg [40-1:0]psum_3[0:1][0:3];    
reg [40-1:0]psum_4[0:3];
reg [15:0]pb_addr_0;
reg [15:0]pb_addr_2;
reg [15:0]pb_addr_4;
reg new_tile_0;
reg new_tile_2;
reg new_tile_4;
reg [15:0]cal_state_cnt;
genvar psum_0_cnt;
generate 
    for(psum_0_cnt=0;psum_0_cnt<16;psum_0_cnt=psum_0_cnt+1) begin
        always@(posedge clk)
        begin
			if (rst)
			begin
				psum_0[psum_0_cnt][0] <= 0;
				psum_0[psum_0_cnt][1] <= 0;
				psum_0[psum_0_cnt][2] <= 0;
				psum_0[psum_0_cnt][3] <= 0;
			end
			else
			begin
				if (top_level_state==3)
				begin
					psum_0[psum_0_cnt][0] <= weight[15 +16*psum_0_cnt:0  +16*psum_0_cnt] * data[15+16*psum_0_cnt:16*psum_0_cnt];
					psum_0[psum_0_cnt][1] <= weight[271+16*psum_0_cnt:256+16*psum_0_cnt] * data[15+16*psum_0_cnt:16*psum_0_cnt];
					psum_0[psum_0_cnt][2] <= weight[527+16*psum_0_cnt:512+16*psum_0_cnt] * data[15+16*psum_0_cnt:16*psum_0_cnt];
					psum_0[psum_0_cnt][3] <= weight[783+16*psum_0_cnt:768+16*psum_0_cnt] * data[15+16*psum_0_cnt:16*psum_0_cnt];
				end
			end
        end
    end
endgenerate
genvar psum_1_cnt;
generate 
    for(psum_1_cnt=0;psum_1_cnt<8;psum_1_cnt=psum_1_cnt+1) begin
        always@(*)
        begin
			if (top_level_state==3)
			begin
				psum_1[psum_1_cnt][0] = psum_0[2*psum_1_cnt][0] + psum_0[2*psum_1_cnt+1][0];
				psum_1[psum_1_cnt][1] = psum_0[2*psum_1_cnt][1] + psum_0[2*psum_1_cnt+1][1];
				psum_1[psum_1_cnt][2] = psum_0[2*psum_1_cnt][2] + psum_0[2*psum_1_cnt+1][2];
				psum_1[psum_1_cnt][3] = psum_0[2*psum_1_cnt][3] + psum_0[2*psum_1_cnt+1][3];
			end
			else
			begin
				psum_1[psum_1_cnt][0] = 0;
				psum_1[psum_1_cnt][1] = 0;
				psum_1[psum_1_cnt][2] = 0;
				psum_1[psum_1_cnt][3] = 0;
			end
        end
    end
endgenerate
genvar psum_2_cnt;
generate 
    for(psum_2_cnt=0;psum_2_cnt<4;psum_2_cnt=psum_2_cnt+1) begin
        always@(posedge clk)
        begin
			if (rst)
			begin
				psum_2[psum_2_cnt][0] <= 0;
				psum_2[psum_2_cnt][1] <= 0;
				psum_2[psum_2_cnt][2] <= 0;
				psum_2[psum_2_cnt][3] <= 0;
			end
			else
			begin		
				if (top_level_state==3)
				begin
					psum_2[psum_2_cnt][0] <= psum_1[2*psum_2_cnt][0] + psum_1[2*psum_2_cnt+1][0];
					psum_2[psum_2_cnt][1] <= psum_1[2*psum_2_cnt][1] + psum_1[2*psum_2_cnt+1][1];
					psum_2[psum_2_cnt][2] <= psum_1[2*psum_2_cnt][2] + psum_1[2*psum_2_cnt+1][2];
					psum_2[psum_2_cnt][3] <= psum_1[2*psum_2_cnt][3] + psum_1[2*psum_2_cnt+1][3];
				end
			end
        end
    end
endgenerate
genvar psum_3_cnt;
generate 
    for(psum_3_cnt=0;psum_3_cnt<2;psum_3_cnt=psum_3_cnt+1) begin
        always@(*)
        begin
			if (top_level_state==3)
			begin
				psum_3[psum_3_cnt][0] = psum_2[2*psum_3_cnt][0] + psum_2[2*psum_3_cnt+1][0];
				psum_3[psum_3_cnt][1] = psum_2[2*psum_3_cnt][1] + psum_2[2*psum_3_cnt+1][1];
				psum_3[psum_3_cnt][2] = psum_2[2*psum_3_cnt][2] + psum_2[2*psum_3_cnt+1][2];
				psum_3[psum_3_cnt][3] = psum_2[2*psum_3_cnt][3] + psum_2[2*psum_3_cnt+1][3];
			end
			else
			begin
				psum_3[psum_3_cnt][0] = 0;
				psum_3[psum_3_cnt][1] = 0;
				psum_3[psum_3_cnt][2] = 0;
				psum_3[psum_3_cnt][3] = 0;
			end
        end
    end
endgenerate
always@(posedge clk)
begin
	if (rst)
	begin
		psum_4[0] <= 0;
	    psum_4[1] <= 0;
	    psum_4[2] <= 0;
	    psum_4[3] <= 0;
	end
	else
	begin
		if (top_level_state==3)
		begin
			psum_4[0] <= psum_3[0][0] + psum_3[1][0];
			psum_4[1] <= psum_3[0][1] + psum_3[1][1];
			psum_4[2] <= psum_3[0][2] + psum_3[1][2];
			psum_4[3] <= psum_3[0][3] + psum_3[1][3];
		end
	end
end
assign pe_finish_flg = cal_state_cnt == (tile_size + 3);   
always@(posedge clk)
begin
	if (top_level_state==3)
	begin
		pb_addr_0 <= pb_addr;
		pb_addr_2 <= pb_addr_0;
		pb_addr_4 <= pb_addr_2;
		new_tile_0 <= new_tile;
		new_tile_2 <= new_tile_0;
		new_tile_4 <= new_tile_2;
	end
end
always@(posedge clk)
begin
	if (rst)
	begin
		cal_state_cnt <= 0;
	end
	else
	begin
		if (top_level_state==3)
		begin
			if (cal_state_cnt == (tile_size + 3))   
			begin
				cal_state_cnt <= 0;
			end
			else
			begin
				cal_state_cnt <= cal_state_cnt + 1;
			end
		end
	end
end
always@(*)
begin
	if ((top_level_state==3) && (cal_state_cnt>=2))  
	begin
		re = 1;
		ra = pb_addr_2;
	end 
	else
	begin
		re = 0;
		ra = 0;
	end
end
always@(*)
begin
	if ((top_level_state==3) && (cal_state_cnt>=3))  
	begin
		we = 1;
		wa = pb_addr_4;
		if (new_tile_4)
		begin
			wd[39 :0] = psum_4[0];
			wd[79 :0] = psum_4[1];
			wd[119:0] = psum_4[2];
			wd[159:0] = psum_4[3];
		end
		else
		begin
			wd[39 :0] = rd[39 :0] + psum_4[0];
			wd[79 :0] = rd[79 :0] + psum_4[1];
			wd[119:0] = rd[119:0] + psum_4[2];
			wd[159:0] = rd[159:0] + psum_4[3];
		end
	end 
	else
	begin
		we = 0;
		wa = 0;
		wd = 0;
	end 
end
 endmodule
==> results.json <==
{
  "tool_warnings": 801,
  "grt_antenna_before_repair": 179,
  "min-delay-start": "pb_addr_0[10]$_DFFE_PP_",
  "grt_pass1_vias": 153500,
  "worst_pin_slew_ns": 0.9445,
  "topCellsByArea": "fa_1 (34%), ha_1 (15%), inv_1 (7.6%), dfxtp_1 (7.5%), nand2_1 (7.2%)",
  "cts_hold_buf": 0,
  "numSynthFlops": 751,
  "tritoncts": "built",
  "syn_avg_cell_area_um2": 8.348,
  "ys_cells": 22330,
  "status": "finished clean",
  "cts_buffers": 90,
  "top_cell_area_share_pct": 33.52,
  "crit_arrival_ns": 31.66,
  "crit_path_end_kind": "primary output",
  "required_ns": 106.64,
  "synth_area_um2": 186400,
  "worstPathMaxFanout": 6,
  "die_y_um": 684.6,
  "numPortBuffers": 904,
  "fin_worst_skew_ns": 0.03046,
  "post-route-min-period_ns": 58.32,
  "clk_pin_slew_ns": 0.06,
  "ys_seq_share_pct": 8.341,
  "synthCells": 22330,
  "place_ws_ns": 74.95,
  "setup_tns_ns": 0,
  "reg2reg_slack_ns": 126.19,
  "die-area_um2": 468600,
  "ff_type": "dfxtp_1",
  "drt_iter0_markers": 7429,
  "rows": 250,
  "yosys.cell_types.count": 92,
  "post-place-cells": 28860,
  "hp-class": "flip-flop to flip-flop",
  "cts_setup_buffers": 0,
  "grt-ovfl-total": 0,
  "power-per-cell-area_nw_per_um2": 24.35,
  "leakage_nw": 101.1,
  "cts_max_path_buffers": 3,
  "crit_start": "rd[1]",
  "grtUsageTotal_pct": 26.59,
  "wl_per_cell_um": 20.00,
  "max_cap_violations": 0,
  "timing.rr.start": "psum_0[51][0]$_SDFFE_PP0P_",
  "post-route-util_pct": 44.34,
  "clock.fmax_mhz": 17.15,
  "rsz0062_at_grt": "false",
  "cts.repair.resized": 0,
  "edf_count": 51,
  "drc": 0,
  "syn_to_final_growth_pct": 10.37,
  "yosys-stat-area_um2": 186400,
  "fin_crit_sh_pct": 43.75,
  "final_antenna_net_count": 0,
  "worst_slack_ns": 74.98,
  "core_um2": 463900,
  "grt_pass1_wl_um": 914500,
  "routed_wl_um": 582400,
  "worstSkewPairLatency_ns": 0.75,
  "yosysWarningCount": 6,
  "first_pass_iters": 6,
  "die_x_um": 684.6,
  "async_flop_share_pct": 0,
  "slew_viol_final": 0,
  "dp.final_hpwl_um": 480900,
  "setup_viol": 0,
  "place_congestion": 0.9770,
  "hold_violations": 0,
  "vias": 149900,
  "cts-root-buf": "clkbuf_16",
  "fp_util_pct": 40.17,
  "critical_path_class": "input pin to primary output",
  "ctsHtreeMaxLevel": 3,
  "slew_headroom_pct": 36.58,
  "vias_per_cell": 5.150,
  "timing.hold.ws_ns": 0.4170,
  "io_pins": 1673,
  "cts.sinks": 751,
  "irDropWorstVdd_mv": 0.03933,
  "layout-drive-gt1-share_pct": 2.337,
  "grt_max_degree": 142,
  "instances_no_fill": 29110,
  "largest_area_cell": "fa_1",
  "startpoint_type": "input pin"
}
-- cell usage in the layout, fill, tap and decap left out, types with 138 or more instances in the layout --
| cell type | synthesis | final |
|---|---|---|
| o21ai_0 | 575 | 574 |
| nand3_1 | 218 | 218 |
| inv_1 | 3754 | 3753 |
| ha_1 | 2194 | 2194 |
| clkdlybuf4s50_1 | 0 | 903 |
| a21oi_1 | 1170 | 1170 |
| nand2_1 | 3560 | 3559 |
| a21o_1 | 459 | 459 |
| buf_4 | 0 | 281 |
| fa_1 | 3120 | 3120 |
| nor3_1 | 172 | 172 |
| a211oi_1 | 139 | 138 |
| dfxtp_1 | 700 | 700 |
| xnor2_1 | 567 | 567 |
| nor2_1 | 1005 | 1003 |
| xor2_1 | 423 | 423 |
| and2_1 | 1969 | 1969 |
-- cell families (layout without fill, tap and decap cells) --
group	count (synthesis)	after routing	synth area share, %
compound gates	3047	3047	10.11
mux	13	13	0.07050
fa+ha+maj	5314	5314	48.25
simple gates	7629	7629	19.34
xor+xnor	990	990	4.653
buf+inv	4581	5110	9.233
flops	751	751	8.341
other cells	0	86	0
-- power by group --
group | internal [mW] | total [mW] | switching (mW)
Sequential | 0.264 | 0.308 | 0.0436
Combinational | 1.79 | 4.43 | 2.63
Clock | 0.157 | 0.273 | 0.116
Total | 2.21 | 5.01 | 2.79
-- critical path, stage by stage --
cell	delay, ns
clkdlybuf4s50_1	0.43
ha_1	0.29
a21o_1	0.16
a21o_1	0.22
a2111oi_2	0.44
o21ai_0	0.16
a21oi_1	0.45
o2111ai_1	0.22
a221o_1	0.53
o2111ai_1	0.64
buf_4	0.27
nor4_1	0.05
buf_4	0.18
nand2_1	0.07
xor2_1	0.06
nor2_1	0.27
clkdlybuf4s50_1	0.54
-- per-stage QoR --
step / instance area [um^2] / total power, mW
finish: 205700 / 5.008
detailed placement: 202300 / 4.745
global placement: 202300 / 4.755
floorplan: 186400 / 3.450
global route: 205600 / 5.628
CTS: 205500 / 5.064
-- cell usage after synthesis, drive strengths merged, types with 26 or more instances --
master / count
o21ai: 585
nor2b: 123
and2: 1970
nor2: 1006
edfxtp: 51
nor4: 35
xnor2: 567
a221oi: 29
nor3: 175
o21bai: 105
or3: 74
o21a: 114
dfxtp: 700
o31ai: 44
ha: 2194
nand3: 219
inv: 3754
a2111oi: 26
a211oi: 139
a21oi: 1171
nand4: 91
a21o: 459
clkbuf: 810
a31oi: 73
xor2: 423
or2: 40
and3: 115
fa: 3120
nand2b: 123
o211ai: 30
nand2: 3560
-- final timing paths --
path,end,cells past startpoint
max,wd[147],17
min,pb_addr_2[10]$_DFFE_PP_,0
max reg2reg,psum_2[15][33]$_SDFFE_PP0P_,26
min reg2reg,pb_addr_2[10]$_DFFE_PP_,0
-- state kept, by name, summed over array words and instances, names as in the netlist --
register	cells
new_tile_2	1
psum_4	36
psum_0	512
pb_addr_4	16
pb_addr_0	16
new_tile_4	1
pb_addr_2	16
new_tile_0	1
psum_2	136
cal_state_cnt	16
-- layout make-up --
cell class / count / area [um^2]
diodes: 86 / 215.2
inverters: 3754 / 14100
fillers: 45300 / 258200
flip-flops and latches: 751 / 15540
clock buffers: 110 / 2452
clock inverters: 57 / 747.0
repair buffers: 1189 / 11240
multi-input cells: 16990 / 153700
well taps: 6174 / 7725
-- routing by layer --
metal  routed length (um)  part of all wire [%]  GRT usage [%]
met1               243700                    42          36.85
met2               264700                    45          40.58
met3                53580                   9.2          9.386
met4                19700                   3.4          7.719
met5                  704                  0.12         0.1429
Power figures rest on the tool's default switching activity, not on a simulated workload.
